## flow/run.sh

```bash
#!/bin/bash
# OpenROAD 26Q1-2900-gdf79404cd8, Yosys 0.63+post, stock flow scripts
make -C /OpenROAD-flow-scripts/flow DESIGN_CONFIG=/design/flow/config.mk WORK_HOME=/design/flow/orfs finish
```

## flow/config.mk

```make
export PLATFORM = sky130hd
export DESIGN_NAME = serial_comparator_most_significant_first_using_fsm
export DESIGN_NICKNAME = serial_comparator_most_significant_first_using_fsm
export VERILOG_FILES = /design/flow/design.v
export SDC_FILE = /design/flow/constraint.sdc
export NUM_CORES = 4
export LEC_CHECK = 1
export CORE_AREA = 10 10 70 70
export DIE_AREA = 0 0 80 80
```

## flow/constraint.sdc

```tcl
current_design serial_comparator_most_significant_first_using_fsm

set clk_period 1.2
set clk_io_pct 0.2

create_clock -name clk0 -period $clk_period [get_ports {clk}]

set non_clock_inputs [all_inputs -no_clocks]
set_input_delay [expr $clk_period * $clk_io_pct] -clock clk0 $non_clock_inputs
set_output_delay [expr $clk_period * $clk_io_pct] -clock clk0 [all_outputs]
```

## flow/design.v

```verilog
module serial_comparator_least_significant_first_using_fsm
(
  input  clk,
  input  rst,
  input  a,
  input  b,
  output a_less_b,
  output a_eq_b,
  output a_greater_b
);
  enum logic[1:0]
  {
     st_equal       = 2'b00,
     st_a_less_b    = 2'b01,
     st_a_greater_b = 2'b10
  }
  state, new_state;
  always_comb
  begin
    new_state = state;
    case (state)
      st_equal       : if (~ a &   b) new_state = st_a_less_b;
                  else if (  a & ~ b) new_state = st_a_greater_b;
      st_a_less_b    : if (  a & ~ b) new_state = st_a_greater_b;
      st_a_greater_b : if (~ a &   b) new_state = st_a_less_b;
    endcase
  end
  assign a_eq_b      = (a == b) & (state == st_equal);
  assign a_less_b    = (~ a &   b) | (a == b & state == st_a_less_b);
  assign a_greater_b = (  a & ~ b) | (a == b & state == st_a_greater_b);
  always_ff @ (posedge clk)
    if (rst)
      state <= st_equal;
    else
      state <= new_state;
endmodule
module serial_comparator_most_significant_first_using_fsm
(
  input  clk,
  input  rst,
  input  a,
  input  b,
  output a_less_b,
  output a_eq_b,
  output a_greater_b
);
    enum logic[1:0]
  {
     st_equal       = 2'b00,
     st_a_less_b    = 2'b01,
     st_a_greater_b = 2'b10
  }
  state, new_state;
    always_comb
  begin
    new_state = state;
    case (state)
      st_equal       : if (  a & ~b) new_state = st_a_greater_b;
                  else if (~ a &  b) new_state = st_a_less_b;
      st_a_less_b    : if (  a & ~b) new_state = st_a_greater_b;
      st_a_greater_b : if (~ a &  b) new_state = st_a_less_b;
    endcase
  end
  assign a_eq_b      = (state == st_equal) && (a == b);
  assign a_less_b    = (state == st_a_less_b);          
  assign a_greater_b = (state == st_a_greater_b);       
  always_ff @(posedge clk or posedge rst) begin
    if (rst)
      state <= st_equal; 
    else
      state <= new_state; 
  end
endmodule
```

==> run notes <==
Status on the layout run. Clock-pin slew on the worst setup and hold paths landed at 0.04 ns. Slew at the pin with the worst max-slew slack landed at 0.112 ns. Dividing the final minimum period by the clock period gives 101%. Per the timing report, the biggest fanout along the worst path comes to 2. Die area landed at 6400 µm². Pin count of the biggest net entering global routing landed at 4. Detailed-route DRC error count landed at 0. Per the detail_route report, inserted antenna diodes total 0.

Final core utilization landed at 8.79%. Mean cell area of the mapped netlist landed at 10.3 µm². Critical path data required time landed at 0.96 ns. Final antenna-violating net count landed at 0. The worst register-to-register path has a depth of 3. Proportion of layout cells with a drive suffix above 1 landed at 38.5%. Ranking logic cells in the layout by count gives the top entries inv_1, clkbuf_4. Number of inserted filler cells in the final layout landed at 409. Setup repair after global routing could not meet its margin everywhere.

The final timing report derives a shortest allowable period of 1.21 ns. The clock arrives with 0.000235 ns of skew. Including well taps, the total number of placed cells is 67. STA classifies the critical path endpoint as an output pin. The clock passes through at most 2 buffers.

For this run, the detailed router's first-pass iteration total came to 1. Per the Yosys statistics, synthesis produced 14 cells. CTS sink count landed at 3. Relative slew slack landed at 92.5%. Post-synthesis sequential area ratio landed at 53.0%. The floorplan step defined a core boundary enclosing 3420 µm². Excluding fillers, the count of instances in the completed layout stands at 72. The startpoint identified for the worst register-to-register timing path is state[2]. Dividing total power by cell area gives a power density of 1140 nW/µm². Number of max-cap violations landed at 0. STA classifies the critical path startpoint as a register. Overall via count from detail_route landed at 126.

Number of warnings the tools reported landed at 28. In the final layout, the registers with the most flip-flops are state (3). The final reports fail on negative setup slack. Total overflow reported by the global router landed at 0. Maximum vdd ir drop landed at 0.525 mV. The initialized floorplan defines 21 standard-cell rows. Per the finish-stage timing summary, setup violations number 1. TritonCTS built the clock tree. Share of the synthesized area in the top cell type landed at 34.8%. Data on the critical path arrives at its endpoint at 0.97 ns. The largest register by flop count is state. Yosys warning tally landed at 1. The cell type that accounts for the most area after synthesis is dfrtp_1. The leakage component of the power was reported as 0.140 nW. Deepest level of the CTS H-tree landed at 1. Core utilization before placement landed at 4.21%. Ranked by total cell area, the synthesized netlist is headed by dfrtp_1, dfstp_2, ha_1. Per the OpenROAD floorplan log, the height of the die is 80 µm. In this run, synthesis produced a sequential element count of 3. Largest incremental delay on the critical path landed at 0.52 ns. Average via count per standard cell landed at 1.75. The first global-routing pass estimated 724 µm of wire. As reported, the later end of the worst-skew pair has a clock insertion delay of 0.23 ns. Per the OpenROAD floorplan log, the width of the die is 80 µm. Number of slew-limit violations in the final report landed at 0. Counting the buffers created by CTS gives 3. In the setup report, the worst path falls into the class reg -> out. The placement summary gives the final routability congestion estimate as 0.629.

Reg2reg setup slack landed at 0.38 ns. Total global-route track usage landed at 1.53%. The run finished, with violations left.

Number of I/O pins landed at 7. Based on the critical path, the design can be clocked at up to 828 MHz. Number of antenna violations at the first check in global routing landed at 0. The HPWL after detailed placement is 338 µm.

The number of global-route vias before repair came to 165. Number of hold violations in the final report landed at 0. Cell count after synthesis landed at 14. Final routed wirelength across all metal layers landed at 418 µm. The synthesized netlist has a Yosys-reported chip area of 144 µm². Summing every instance area after synthesis gives 144 µm². Walking the worst path, the cells encountered are and2_4 > buf_6. After clock tree synthesis, the flow added hold-fix buffers numbering 0.

The critical path starts at state[0]. Looking at the reg2reg group, the worst path ends at state[1]. The tree is rooted in a clkbuf_4. Between the synthesized netlist and the finished layout, the area growth was recorded as 109%. For this sky-water flow run, the detailed-routed wirelength per cell is reported as 5.81 µm. Counting only logic cells after layout, the most numerous master is inv_1. Number of different library cells in the post-synthesis netlist landed at 7.

For this design, the slowest cell found on the critical path is dfstp_2. Once routing completed, OpenROAD measured the worst setup slack at -0.00821 ns. Number of buffer cells added on primary ports landed at 6. DRC violation total after the first TritonRoute iteration landed at 0. According to the hold report, the worst path is of the in -> async type. The register with the most flip-flops in the layout has 3 of them.
==> cells by family after synthesis <==
| logic type | Yosys count | share of synthesized area, % |
|---|---|---|
| AND-OR/OR-AND | 3 | 12.2 |
| adder cells (fa/ha/maj) | 2 | 17.4 |
| AND/OR/NAND/NOR | 1 | 4.35 |
| flip-flops | 3 | 53.0 |
| buffers and inverters | 5 | 13.0 |
==> worst max-delay path by stage <==
stage	slack (ns)	end
CTS	-0.02	a_eq_b
global route	-0.05	a_eq_b
finish	-0.008	a_eq_b
==> synth_stat cells <==
library cell,n
inv_1,5
dfrtp_1,2
ha_1,2
o21ai_1,2
a21o_1,1
and2_1,1
dfstp_2,1
==> per-stage QoR <==
| step | worst slack [ns] | hold slack (ns) | power, mW | TNS, ns | area, µm² |
|---|---|---|---|---|---|
| floorplan | 0.311 | -0.00708 | 0.130 | 0 | 144 |
| global placement | -0.647 | 0.420 | 0.167 | -0.790 | 269 |
| detailed placement | -0.672 | 0.420 | 0.169 | -0.932 | 269 |
| CTS | -0.0226 | 0.179 | 0.350 | -0.0226 | 294 |
| global route | -0.0500 | 0.188 | 0.376 | -0.0500 | 300 |
| finish | -0.00821 | 0.181 | 0.341 | -0.00821 | 300 |
==> timing repair <==
action | CTS | global route
setup endpoints to repair | 3 | 1
pin swaps | 2 | 0
setup buffers | 1 | 0
cloned | 0 | 0
resized | 13 | 1
==> per-layer routing <==
| metal | global-route usage [%] | share of wire (%) | wire [µm] |
|---|---|---|---|
| met2 | 1.61 | 23 | 95 |
| met5 | 0 | 0 | 0 |
| met4 | 0.176 | 0 | 0 |
| met3 | 1.48 | 17 | 70 |
| met1 | 2.13 | 61 | 253 |
==> critical path: cells and delay by family (launching register included) <==
kind,cells,cell delay [ns]
flip-flops,1,0.52
AND/OR/NAND/NOR,1,0.14
buffers and inverters,1,0.08
==> report_power, final <==
part	internal (mW)	switching, mW
clock network	0.125	0.0522
registers	0.111	0.00457
logic	0.0300	0.0188
total	0.266	0.0756
==> cell type report <==
class / instances / area [µm²] / area share [%]
flip-flops and latches: 3 / 76.3 / 25.4
multi-input cells: 6 / 51.3 / 17.1
repair buffers: 8 / 70.1 / 23.3
well taps: 46 / 57.6 / 19.2
inverters: 5 / 18.8 / 6.25
clock buffers: 4 / 26.3 / 8.75
No activity file was given, so power comes from the tool's default toggle rates.
